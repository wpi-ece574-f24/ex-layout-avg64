`./config.mk`:
```
export PLATFORM = sky130hd
export DESIGN_NAME = ps
export DESIGN_NICKNAME = ps
export VERILOG_FILES = /design/flow/design.v
export SDC_FILE = /design/flow/constraint.sdc
export NUM_CORES = 4
export LEC_CHECK = 1
export CORE_UTILIZATION = 40
```
`./constraint.sdc`:
```
current_design ps

set clk_period 1.0
set clk_io_pct 0.2

create_clock -name clk0 -period $clk_period [get_ports {clk}]

set non_clock_inputs [all_inputs -no_clocks]
set_input_delay [expr $clk_period * $clk_io_pct] -clock clk0 $non_clock_inputs
set_output_delay [expr $clk_period * $clk_io_pct] -clock clk0 [all_outputs]
```
`./run.sh`:
```
#!/bin/bash
# OpenROAD 26Q1-2900-gdf79404cd8, Yosys 0.63+post, stock flow scripts
make -C /OpenROAD-flow-scripts/flow DESIGN_CONFIG=/design/flow/config.mk WORK_HOME=/design/flow/orfs finish
```
`./design.v`:
```
module ps(input wire[63:0] a,
	  input wire  sync,
	  input wire  clk,
	  output wire as);
   reg [63:0] 	      ra;
   always @(posedge clk)
     if (sync)
       ra <= a;
     else
       ra <= {1'b0, ra[63:1]};
   assign as = ra[0];
endmodule  
```
==> deck_impl_summary.md <==
Synthesis and Place & Route Summary

Outcome
  • Outcome: completed

Min path
  • Hold wc startpoint: sync
  • Hold path cells: 3
  • Hold crit path type: primary input to flip-flop
  • WHS Endpoint: ra[18]

Clocking
  • H-Tree Depth: 3
  • CTS tree: built
  • Num CTS Buffers: 9
  • Clk latency of the worst-skew pair: 0.31 ns
  • Clk slew on worst S/H paths: 0.06 ns
  • Sink Count: 64
  • Setup Fix Bufs, Post-CTS: 0
  • Clock Path Buffers: 2
  • CTS resizes: 3
  • CTS root buffer: clkbuf_8
  • CTS Hold Bufs: 0

Final timing
  • Final Hold Viols: 0
  • FMAX: 1.10 GHz
  • Fin crit period: 0.907 ns
  • RSZ-0062 raised after global routing: false
  • Slew HR: 0.844
  • Setup-failing EPs final: 0
  • Sum of negative setup slack: 0 ns
  • Worst-Margin Slew: 0.234 ns
  • Fin. max-slew vios: 0
  • Setup Skew: 0.00427 ns
  • Setup ws final: 0.0934 ns
  • Final Cycle Share: 0.907

Global route
  • Initial antenna violation count: 0
  • First-pass GRT wire length: 5.44 mm
  • Busiest grt layer: met1
  • GR met2 Demand/Resource: 0.150
  • Vias in the first global route: 1201
  • Global Route met3 Usage: 0.0272
  • Tot GR Track Use: 0.115
  • GRT overflow: 0
  • Largest net degree at the start of global routing: 32
  • Met1 Use GR: 0.195

Floorplan
  • Die area: 6190 um2
  • I/O pin count: 67
  • Die extent in x: 78.6 um
  • Die Y-Extent: 78.6 um
  • Row cnt: 27
  • Core Area: 5570 um2
  • Pre-Place Util: 0.422

Setup path
  • Largest stage delay on the critical path: 0.29 ns
  • Startpoint types: flip-flop
  • CP Data Required Time: 0.80 ns
  • Reg2Reg Launch Point: ra[10]
  • CP top delay family: flip-flops
  • Reg2Reg Depth: 1
  • Crit path buffers/inverters: 1
  • Reg-to-Reg End: ra[9]
  • Crit end category: primary output
  • Worst path cell trace: buf_2
  • CP max stage cell: dfxtp_1
  • Reg2Reg Setup Slack: 0.31 ns
  • Crit Path Class: flip-flop to primary output
  • Worst EP arrival: 0.71 ns
  • Crit Path Max Fanout: 1

Pwr
  • Max rail drop VDD: 1140 uV
  • PwrDens: 1700 nW/um2
  • Final Power: 5.40 mW
  • Leakage: 1.41 nW

Synthesis
  • Synth cell types: 6
  • Synth Cell Area: 2350 um2
  • Yosys Instances: 135
  • Synth Instances: 135
  • Registers, synthesis: 64
  • Yosys warns: 1
  • Register share after synthesis: 0.545
  • Post-Syn Area per Cell: 17.4 um2
  • Yosys stat area: 2350 um2

Route
  • DRT iter0 DRCs: 26
  • Vias/cell: 4.28
  • Antenna Nets Post-Route: 0
  • DR DRC count: 0
  • N_diodes: 0
  • Vias post-DR: 1220
  • Total Wirelength: 3.39 mm
  • Routed length per placed instance: 11.9 um
  • Iteration tally of the first detailed-router pass: 4

Run
  • Max-Cap Viols: 0
  • Tool warnings: 25

Finish
  • Largest register FFs: 64
  • Post-layout util: 0.569
  • Area delta synth->final: 34.9%
  • Flop area: 1280 um2
  • Fill count: 468
  • Share of layout cells above drive strength 1: 0.385
  • Logic area: 937 um2
  • Largest regs: ra x64
  • Biggest register: ra

Placed design
  • Final GP Congestion: 0.735
  • Hpwl dp: 2.22 mm
  • Pre-CTS setup slack: -0.0377 ns
  • IO Port Bufs: 66
-- cells in the mapped netlist --
cell type | number | area [um2]
mux2_2 | 4 | 45.0
buf_6 | 1 | 11.3
mux2_4 | 59 | 886
and2_1 | 1 | 6.26
dfxtp_1 | 64 | 1280
buf_12 | 6 | 120
-- worst max path at each step --
stage         startpoint  endpoint  slack (ns)  cells past startpoint
CTS                ra[0]        as        0.07                      1
global route       ra[0]        as        0.05                      1
finish             ra[0]        as        0.09                      1
-- layout by cell type (no fill, tap or decap) --
cell type / count
clkdlybuf4s50_1: 64
dfxtp_1: 64
mux2_4: 59
clkbuf_8: 9
mux2_2: 4
clkinv_2: 3
buf_4: 3
clkbuf_1: 2
buf_12: 2
and2_1: 1
clkinvlp_4: 1
buf_2: 1
-- layout make-up --
cell class                 count  area share
sequential                    64       0.404
multi-input combinational     64       0.296
timing repair buffer          70       0.223
clock buffer                  11      0.0414
tap                           72      0.0284
clock inverter                 4     0.00710
-- per-stage QoR --
step	instance area, um2	hold slack [ns]	cells
CTS	3170	0.320	285
floorplan	2350	0.327	135
global placement	3020	0.440	270
finish	3170	0.340	285
detailed placement	3020	0.443	270
global route	3170	0.325	285
-- power breakdown --
group          switching [mW]  leakage, nW  internal (mW)  total, mW
Combinational           0.166        0.791          0.608      0.774
Clock                   0.862       0.0789          0.873       1.73
Sequential             0.0693        0.540           2.82       2.89
-- routing by layer --
metal,wire [um],up-vias
met2,1290,49
met1,1800,552
li1,-,613
met5,0,-
met3,248,6
met4,49,0
-- kinds of logic (layout without fill, tap and decap cells) --
logic type	count (synthesis)	count (layout)	synth area share
DFF	64	64	0.545
muxes	63	63	0.396
buffers and inverters	7	85	0.0559
and+or+nand+nor	1	1	0.00266
Power is estimated from default activity; no workload was simulated.
