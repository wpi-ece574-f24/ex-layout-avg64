==> flow/design.v <==
module sp(input wire as,
	  input wire 	     sync,
	  input wire 	     clk,
	  output wire [63:0] a);
   reg [63:0] 		     ra;
   always  @(posedge clk)
     ra <= {as, ra[63:1]};
   assign a  = sync ? ra : 8'b0;
endmodule  
==> flow/run.sh <==
#!/bin/bash
# OpenROAD 26Q1-2900-gdf79404cd8, Yosys 0.63+post, stock flow scripts
make -C /OpenROAD-flow-scripts/flow DESIGN_CONFIG=/design/flow/config.mk WORK_HOME=/design/flow/orfs finish
==> flow/config.mk <==
export PLATFORM = sky130hd
export DESIGN_NAME = sp
export DESIGN_NICKNAME = sp
export VERILOG_FILES = /design/flow/design.v
export SDC_FILE = /design/flow/constraint.sdc
export NUM_CORES = 4
export LEC_CHECK = 1
export CORE_UTILIZATION = 40
==> flow/constraint.sdc <==
current_design sp

set clk_period 1.0
set clk_io_pct 0.2

create_clock -name clk0 -period $clk_period [get_ports {clk}]

set non_clock_inputs [all_inputs -no_clocks]
set_input_delay [expr $clk_period * $clk_io_pct] -clock clk0 $non_clock_inputs
set_output_delay [expr $clk_period * $clk_io_pct] -clock clk0 [all_outputs]
==> impl_table.tex <==
% Table of physical implementation metrics
\begin{tabular}{lr}
\hline
Metric & Value \\
\hline
\multicolumn{2}{l}{\textbf{GRT}} \\
\quad Pin count of the biggest net entering global routing & 35 \\
\quad Global-route total usage across every layer & 15.60\% \\
\quad Number of antenna violations at the first check in global routing & 0 \\
\quad First-pass GRT wire length & 5154 um \\
\quad Global route overflow & 0 \\
\quad Via count of the first global-routing pass & 1096 \\
\multicolumn{2}{l}{\textbf{Worst setup path}} \\
\quad Required time at the endpoint of the critical path & 800 ps \\
\quad Buf/Inv on CP & 1 \\
\quad Kind of cell with the highest combined delay on the critical path & flip-flops \\
\quad WP data arrival & 880 ps \\
\quad Kind of critical path & reg2out \\
\quad Critical-path maximum fanout & 2 \\
\quad Critical path's largest stage delay & 320 ps \\
\quad Startpoint kind of the worst setup timing path & flop \\
\quad Capturing element type of the critical path & primary output \\
\quad Chain of cells forming the critical path & and2\_4, buf\_6 \\
\quad Highest-delay cell along the critical path & sky130\_fd\_sc\_hd\_\_dfxtp\_2 \\
\multicolumn{2}{l}{\textbf{Timing}} \\
\quad Setup repair after global routing missed its margin & true \\
\quad Number of failing hold endpoints at the final stage & 0 \\
\quad Count of final max-slew check failures & 0 \\
\quad Slack of the critical path & -84.09 ps \\
\quad Post-Route Setup TNS & -4211 ps \\
\quad Tmin final & 1084 ps \\
\quad Fin Hold WS & 315.2 ps \\
\quad Least-Margin Pin Slew & 144.8 ps \\
\quad Post-layout period usage & 108.4\% \\
\quad Worst relative slew slack & 90.35\% \\
\quad Number of setup violations in the final report & 64 \\
\quad Clock skew & 4.392 ps \\
\quad Max Clock Freq & 0.9224 GHz \\
\multicolumn{2}{l}{\textbf{Detailed routing}} \\
\quad Antenna diode count & 0 \\
\quad Number of design-rule violations left by the first detailed-router iteration & 15 \\
\quad Number of remaining DRC errors & 0 \\
\quad Overall routed net length & 3249 um \\
\quad Remaining antenna violation count & 0 \\
\quad Average wire per cell in the routed design & 12.12 um \\
\quad Post-DR vias/cell & 4.213 \\
\quad Pre-Repair DR Iteration Count & 3 \\
\quad Count of vias placed by the detailed router & 1129 \\
\multicolumn{2}{l}{\textbf{Die}} \\
\quad Core Area & 0.004144 mm\^{}2 \\
\quad Number of top-level pins & 67 \\
\quad Num rows & 23 \\
\quad Total die area & 0.004751 mm\^{}2 \\
\quad Init Core Util & 43.24\% \\
\quad Horizontal die dimension & 68.93 um \\
\quad Die span in y & 68.93 um \\
\multicolumn{2}{l}{\textbf{Layout}} \\
\quad Fillcell total & 300 \\
\quad Flip-flop count of the largest register, all copies and words added & 64 \\
\quad Area overhead of the layout relative to synthesis & 54.33\% \\
\quad Most common logic cell in the routed design & sky130\_fd\_sc\_hd\_\_and2\_4 \\
\quad Fraction of final layout cells sized beyond drive strength 1 & 98.17\% \\
\quad Top register by number of flip-flops & ra \\
\quad Largest registers & ra (64) \\
\quad Most frequent cells in the layout & sky130\_fd\_sc\_hd\_\_and2\_4, sky130\_fd\_sc\_hd\_\_dfxtp\_2, sky130\_fd\_sc\_hd\_\_buf\_2 \\
\multicolumn{2}{l}{\textbf{Synthesis}} \\
\quad Chip area in the Yosys report & 0.001792 mm\^{}2 \\
\quad Synthesized netlist cell count & 134 \\
\quad Cell Type Count & 3 \\
\quad Top area contributor share & 71.51\% \\
\quad Synth top area cells & sky130\_fd\_sc\_hd\_\_dfxtp\_1, sky130\_fd\_sc\_hd\_\_and2\_2, sky130\_fd\_sc\_hd\_\_clkbuf\_2 \\
\quad Yosys warnings & 1 \\
\quad Registers, synthesis & 64 \\
\quad Sequential-to-total area share from yosys stat & 71.51\% \\
\quad Yosys cell count & 134 \\
\quad Most area-hungry cell type in the Yosys netlist & sky130\_fd\_sc\_hd\_\_dfxtp\_1 \\
\quad Area of the mapped netlist & 0.001792 mm\^{}2 \\
\quad Per-instance average area after synthesis & 13.37 um\^{}2 \\
\multicolumn{2}{l}{\textbf{Place}} \\
\quad Last weighted congestion value of the routability-driven placer & 0.7232 \\
\quad Half-perimeter wire length after detailed placement & 1851 um \\
\quad Number of port buffers & 66 \\
\multicolumn{2}{l}{\textbf{Clock network}} \\
\quad Clock root buffer master & sky130\_fd\_sc\_hd\_\_clkbuf\_8 \\
\quad Sinks on the clock net & 64 \\
\quad TritonCTS clock tree & built \\
\quad Number of levels in the clock H-tree & 3 \\
\quad Clock-pin slew of the registers on the worst-case setup and hold paths & 60 ps \\
\quad Bufs on Longest Clock Path & 2 \\
\quad Clk latency late pin & 320 ps \\
\quad CTS Buf Count & 9 \\
\multicolumn{2}{l}{\textbf{Job}} \\
\quad Number of warnings in the stage logs & 28 \\
\quad Maximum Capacitance Violations & 0 \\
\multicolumn{2}{l}{\textbf{Outcome}} \\
\quad Failing checks & setup timing \\
\quad Run status & finished with violations \\
\multicolumn{2}{l}{\textbf{Power and ir drop}} \\
\quad Power density relative to cell area & 1795 mW/mm\^{}2 \\
\quad Max rail drop VDD & 1.192 mV \\
\quad Static Leak & 1.338 nW \\
\multicolumn{2}{l}{\textbf{Worst hold path}} \\
\quad Type of the tightest min-delay check & in2reg \\
\hline
\end{tabular}
final cells by class:
class	count	area, um^2	area share [%]
Tap cell	50	62.56	2.262
Timing Repair Buffer	76	609.3	22.04
Multi-Input combinational cell	64	560.5	20.27
Sequential cell	64	1360	49.19
Clock buffer	14	172.7	6.244
per-stage QoR:
step	util, %	instance area, um^2	worst slack (ps)	std cells	total power, mW
2_1_floorplan	-	1792	329.9	134	2.829
3_3_place_gp	60.51	2507	-773.1	247	3.061
3_5_place_dp	60.51	2507	-803.8	247	3.060
4_1_cts	63.32	2624	-105.4	267	5.001
5_1_grt	66.73	2765	-144.7	268	5.249
6_report	66.73	2765	-84.09	268	4.965
what timing repair did:
item                                    CTS  global route
resized                                 332            23
endpoints found under the setup margin   64            64
gates cloned                              1             0
setup buffers                             5             1
hold buffers                              0             0
pin swaps                                19             0
cells by family (layout without fill, tap and decap cells):
| logic type | after synthesis | count (layout) | share of synthesized area, % |
|---|---|---|---|
| buffers and inverters | 6 | 90 | 1.676 |
| DFF | 64 | 64 | 71.51 |
| and+or+nand+nor | 64 | 64 | 26.82 |
metal layers:
metal / track usage (%) / part of all wire, % / vias up
met5: 0 / 0 / -
met4: 2.296 / 0.65 / 0
met3: 8.500 / 9.7 / 2
met2: 21.24 / 42 / 49
met1: 23.04 / 48 / 518
li1: - / - / 560
synthesized netlist by cell type:
master                      n
sky130_fd_sc_hd__dfxtp_1   64
sky130_fd_sc_hd__and2_2    64
sky130_fd_sc_hd__clkbuf_2   6
path summary, 6_finish.rpt:
kind | start | to | slack, ps | depth (start not counted)
min | as | ra[63] | 320 | 1
max | ra[20] | a[20] | -80 | 2
max reg2reg | ra[47] | ra[46] | 340 | 2
min reg2reg | ra[10] | ra[9] | 340 | 0
where the power goes:
| group | leakage, nW | switching, mW | internal [mW] |
|---|---|---|---|
| sequential | 0.542 | 0.0496 | 2.68 |
| combinational | 0.707 | 0.0886 | 0.263 |
| clock | 0.0886 | 0.808 | 1.08 |
| total | 1.34 | 0.946 | 4.02 |
No activity file was given, so power comes from the tool's default toggle rates.
