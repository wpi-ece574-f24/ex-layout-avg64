==> flow/design.v <==
module movavg(
    input logic clk,
    input logic reset,
    input logic [63:0] din,
    output logic [63:0] dout
);
   logic [63:0] 	tap1, tap1_next;
   logic [63:0] 	tap2, tap2_next;
   logic [63:0] 	tap3, tap3_next;
   always_ff @(posedge clk) begin
      if (reset) begin
         tap1 <= 64'h0;
         tap2 <= 64'h0;
         tap3 <= 64'h0;
      end else begin
         tap1 <= tap1_next;
         tap2 <= tap2_next;
         tap3 <= tap3_next;
      end 
   end
   logic [63:0] doutreg;
   always_comb begin
      doutreg   = din + tap1 + tap2 + tap3;
      tap1_next = din;
      tap2_next = tap1;
      tap3_next = tap2;
   end
   assign dout = doutreg;
endmodule
==> flow/run.sh <==
#!/bin/bash
# OpenROAD 26Q1-2900-gdf79404cd8, Yosys 0.63+post, stock flow scripts
make -C /OpenROAD-flow-scripts/flow DESIGN_CONFIG=/design/flow/config.mk WORK_HOME=/design/flow/orfs finish
==> flow/config.mk <==
export PLATFORM = sky130hd
export DESIGN_NAME = movavg
export DESIGN_NICKNAME = movavg
export VERILOG_FILES = /design/flow/design.v
export SDC_FILE = /design/flow/constraint.sdc
export NUM_CORES = 4
export LEC_CHECK = 1
export CORE_UTILIZATION = 50
==> flow/constraint.sdc <==
current_design movavg

set clk_period 36.0
set clk_io_pct 0.2

create_clock -name clk0 -period $clk_period [get_ports {clk}]

set non_clock_inputs [all_inputs -no_clocks]
set_input_delay [expr $clk_period * $clk_io_pct] -clock clk0 $non_clock_inputs
set_output_delay [expr $clk_period * $clk_io_pct] -clock clk0 [all_outputs]
==> notes.md <==
The run finished with clean final reports. The worst VDD IR drop from the latest analysis is 32.1 uV. The sequential cells in the finished layout cover a total of 3840 um^2. In this run the count of I/O pins placed on the die edge is 130. The first global-routing pass estimated 41.6 mm of wire. Measured against its own limit, the worst slew margin works out to 53.1%. Hold-check failures listed in the final report amount to 0. The part of the power in the clock network was 26.5%; the half-perimeter wire length after detailed placement was 19.1 mm. Clock-pin slew of the registers on the worst-case setup and hold paths: 0.07 ns. After synthesis the cells add up to 12400 um^2.

Post-synthesis, Yosys gives the total cell area as 12400 um^2. The run gives 0 for the total DRC errors in the routed layout. The total placed cells including tap cells is 1848.

The tool warning count for the run is 25. The maximum fanout encountered on the critical timing path was 6; the average instance area after synthesis was 8.58 um^2. For the number of distinct library cells after synthesis, the log shows 62. The classification of the worst-slack hold path was reg -> reg. The via total after detailed routing was 8853.

TritonCTS built the clock tree. The power report puts the leakage power at 6.57 nW. Per the GRT congestion report, total overflow comes to 0.

The synthesized design contains 192 register bits. For the number of buffers added for setup after CTS, the log shows 0. The critical path is of the in -> out type.

The tally of max-capacitance violations is 0. The share of the Yosys chip area taken by registers is 31.1%. In this run, synthesis inferred 0 flip-flops with an integrated enable. For the worst-case clock skew, the log shows 0.00708 ns. The clock tree has to reach 192 sinks.

The layout has 2160 filler cells. The run gives 0.000456 W for the internal power contribution. Global routing consumed, over all layers together, 21.2% of the routing resources. The instance tally after logic synthesis was 1441; the required time at the worst-slack endpoint was 28.80 ns. Starting density of the core: 50.9%. With the number of DRC markers after the initial detailed-route iteration at 388, the initial antenna violation count is 1.

The tools report the total setup violations reported at the end of the flow as 0. The multi-input combinational cells in the finished layout cover a total of 6950 um^2. Looking at the power breakdown, sequential logic takes 32.2% of the total. The run gives 12.01 ns for the worst endpoint data arrival time. Setup repair after global routing left no endpoint under its margin. For this run, asynchronously set or reset flops after synthesis account for 0%. Yosys stat counts 1441 cells in the synthesized netlist. Once detail routing completed, the nets flagged for antenna violations numbered 0. The number of global-route vias before repair was 8723. For the part of the total power dissipated in combinational logic, the log shows 41.3%. The switching component of the power was reported as 0.000237 W. The slowest stage of the critical path is the sky130_fd_sc_hd__fa_1 cell.

Walking the worst path, the cells encountered are clkdlybuf4s50_1 > inv_1 > fa_1 > fa_1 > inv_1 > ha_1 > nand4_1 > or3_1 > o211ai_1 > o21ai_1 > o21ai_1 > nand4_1 > o21ai_2 > a21oi_1 > xnor2_1 > clkdlybuf4s50_1. With the routed via count divided by cell count at 4.71, the number of cells upsized or downsized after cts is 0. The tools report the number of warnings issued by yosys as 1. Per the cell usage report, the commonest logic cell in the layout is sky130_fd_sc_hd__inv_1. Looking at the clock tree report, the H-tree level count equals 4.

The share of the clock period used by the worst path was 53.3%; the final setup TNS was 0 ns. The post-CTS hold buffer count recorded in the log is 0. According to the floorplan report, the placeable core area is 24300 um^2.

Max-slew check failures listed in the final report amount to 0. In the layout the commonest cells are sky130_fd_sc_hd__inv_1 (366), sky130_fd_sc_hd__nor2_1 (200), sky130_fd_sc_hd__dfxtp_1 (192), sky130_fd_sc_hd__clkdlybuf4s50_1 (128), sky130_fd_sc_hd__fa_1 (126). The run gives 34.2% for the switching part of the total. The die outline height came out at 159 um.

The share of post-route cells with drive strength above 1 was 4.05%. sky130_fd_sc_hd__dfxtp_1 takes more of the synthesized area than any other cell. On the worst path, the slowest cell contributes a delay of 0.51 ns.

The placement summary gives the final routability congestion estimate as 0.887. Before antenna repair, the detailed router went through 5 iterations. The top cell type by area accounts for 31.1% of the synthesized area.

The buffer and inverter count on the worst path is 4. For the buffer depth of the longest clock path, the log shows 2. The main area contributors are sky130_fd_sc_hd__dfxtp_1 (31%), sky130_fd_sc_hd__fa_1 (20%), sky130_fd_sc_hd__inv_1 (11%). The run gives 129 for the number of buffers added on ports. Dividing total power by cell area gives a power density of 48.0 nW/um^2.

Total clock buffers created by CTS: 17. The detailed router reported a total wirelength of 24.0 mm. The pin closest to its max-slew limit shows a slew of 0.703 ns.

Row generation in the floorplan step produced 57 rows. The worst setup path is launched from an input port. The run gives 72 for the maximum number of pins on one net before global-route repair.

The overall die size recorded for this design is 25400 um^2. The average wire per standard cell works out to 12.8 um. STA classifies the critical path endpoint as an output port. The diode insertion count for antenna repair came out at 0. Per the skew report, the later register of the worst-skew pair sees a clock latency of 0.43 ns.

The worst path in the final design needs a cycle of 19.21 ns, including I/O delays and setup. The commonest register cell is sky130_fd_sc_hd__dfxtp_1. In this run the clock root is driven by a sky130_fd_sc_hd__clkbuf_16. The width of the die is 159 um.

Cell family with the largest share of critical-path delay: adder cells. The highest achievable clock rate is 52.1 MHz. The count of cells in the finished layout, fillers not included, comes to 1880.

In this run the layout overhead on the synthesized area is reported as 16.8%.
[power by group through the flow]
stage | clock network, W | registers [W] | logic, W
after global routing | 0.000199 | 0.000224 | 0.000320
final | 0.000184 | 0.000223 | 0.000286
after CTS | 0.000191 | 0.000223 | 0.000289
[metal layers]
layer / vias to the layer above / part of all wire (%) / GRT usage [%]
li1: 4603 / - / -
met1: 4072 / 52 / 36.9
met2: 156 / 43 / 30.3
met3: 20 / 4.4 / 3.48
met4: 2 / 1.2 / 2.40
met5: - / 0.063 / 0
[registers in the layout, summed over array words and instances (netlist names)]
name  count
tap1     64
tap2     64
tap3     64
[synthesized netlist by cell type, types with 11 or more instances]
cell type	count
sky130_fd_sc_hd__o21bai_1	14
sky130_fd_sc_hd__dfxtp_1	192
sky130_fd_sc_hd__nand2_1	53
sky130_fd_sc_hd__a21oi_1	90
sky130_fd_sc_hd__inv_1	366
sky130_fd_sc_hd__o21ai_0	39
sky130_fd_sc_hd__nor2b_1	24
sky130_fd_sc_hd__nand4_1	26
sky130_fd_sc_hd__a21o_1	20
sky130_fd_sc_hd__fa_1	126
sky130_fd_sc_hd__nor2_1	200
sky130_fd_sc_hd__clkbuf_1	43
sky130_fd_sc_hd__xnor2_1	42
sky130_fd_sc_hd__xor2_1	21
sky130_fd_sc_hd__ha_1	63
sky130_fd_sc_hd__nand3_1	11
[stage by stage]
stage	worst slack [ns]	hold slack, ns	cell area [um^2]	total power [W]	util (%)
detailed placement	16.85	0.443	13900	0.000514	57.1
finish	16.79	0.453	14400	0.000693	59.4
global route	16.46	0.470	14400	0.000743	59.4
global placement	16.84	0.438	13900	0.000515	57.1
floorplan	18.29	0.434	12400	0.000395	-
CTS	16.82	0.454	14400	0.000703	59.4
[cell type report]
class                   instances  area share, %
multi-input cells             835           48.1
flip-flops and latches        192           26.6
inverters                     366           9.51
repair buffers                131           9.05
clock buffers                  20           3.09
well taps                     324           2.81
clock inverters                12          0.831
[final timing paths]
path	startpoint	endpoint	slack, ns	cells after the start
hold / removal	tap2[47]	tap3[47]	0.45	2
setup reg to reg	tap1[63]	tap2[63]	35.41	1
setup / recovery	din[11]	dout[55]	16.79	16
hold reg to reg	tap2[47]	tap3[47]	0.45	2
[cell families after synthesis]
group	after synthesis	share of synthesized area [%]
buffers and inverters	414	12.7
AND/OR/NAND/NOR	350	12.5
AND-OR/OR-AND	233	12.4
flip-flops	192	31.1
adder cells (fa/ha/maj)	189	26.8
XOR/XNOR	63	4.46
No activity file was given, so power comes from the tool's default toggle rates.
